--- /design/flow/run.sh ---
#!/bin/bash
# OpenROAD 26Q1-2900-gdf79404cd8, Yosys 0.63+post, stock flow scripts
make -C /OpenROAD-flow-scripts/flow DESIGN_CONFIG=/design/flow/config.mk WORK_HOME=/design/flow/orfs finish
--- /design/flow/constraint.sdc ---
current_design top

set clk_period 8.0
set clk_io_pct 0.2

create_clock -name clk0 -period $clk_period [get_ports {clk}]

set non_clock_inputs [all_inputs -no_clocks]
set_input_delay [expr $clk_period * $clk_io_pct] -clock clk0 $non_clock_inputs
set_output_delay [expr $clk_period * $clk_io_pct] -clock clk0 [all_outputs]
--- /design/flow/config.mk ---
export PLATFORM = sky130hd
export DESIGN_NAME = top
export DESIGN_NICKNAME = top
export VERILOG_FILES = /design/flow/design.v
export SDC_FILE = /design/flow/constraint.sdc
export NUM_CORES = 4
export LEC_CHECK = 1
export CORE_UTILIZATION = 30
--- /design/flow/design.v ---
module link_monitor #(
    parameter int FAILS_TO_DOWN = 4,   
    parameter int PASSES_TO_UP = 8     
)(
    input  logic        clk,
    input  logic        rst_n,
    input  logic        valid,         
    input  logic        crc_fail,      
    output logic        link_up,       
    output logic [31:0] total_frames,
    output logic [31:0] total_crc_fails,
    output logic [31:0] consec_fails,
    output logic [31:0] consec_passes
);
    always_ff @(posedge clk or negedge rst_n) begin
        if (!rst_n) begin
            link_up          <= 1'b1;
            total_frames     <= 32'd0;
            total_crc_fails  <= 32'd0;
            consec_fails     <= 32'd0;
            consec_passes    <= 32'd0;
        end else if (valid) begin
            total_frames <= total_frames + 32'd1;
            if (crc_fail) begin
                total_crc_fails <= total_crc_fails + 32'd1;
                consec_fails    <= consec_fails + 32'd1;
                consec_passes   <= 32'd0;
                if (link_up && ((consec_fails + 32'd1) >= FAILS_TO_DOWN)) begin
                    link_up <= 1'b0;
                end
            end else begin
                consec_passes <= consec_passes + 32'd1;
                consec_fails  <= 32'd0;
                if (!link_up && ((consec_passes + 32'd1) >= PASSES_TO_UP)) begin
                    link_up <= 1'b1;
                end
            end
        end
    end
endmodule
module top #(
    parameter int FAILS_TO_DOWN = 4,
    parameter int PASSES_TO_UP = 8
)(
    input  logic        clk,
    input  logic        rst_n,
    input  logic        valid,
    input  logic        crc_fail,
    output logic        link_up,
    output logic [31:0] total_frames,
    output logic [31:0] total_crc_fails,
    output logic [31:0] consec_fails,
    output logic [31:0] consec_passes
);
    link_monitor #(
        .FAILS_TO_DOWN(FAILS_TO_DOWN),
        .PASSES_TO_UP(PASSES_TO_UP)
    ) dut (
        .clk(clk),
        .rst_n(rst_n),
        .valid(valid),
        .crc_fail(crc_fail),
        .link_up(link_up),
        .total_frames(total_frames),
        .total_crc_fails(total_crc_fails),
        .consec_fails(consec_fails),
        .consec_passes(consec_passes)
    );
endmodule
==> flow_metrics.py <==
# Flow results
metrics = {
    "clocking": {
        "postCtsSetupRepairBufs": 0,
        "clkLatencyLatePin_ns": 0.41,
        "clockBufferDepth": 2,
        "numCtsBuffers": 17,
        "cts_sinks": 129,
        "cts_resized": 0,
        "cts_tree": "built",
        "cts_root_buf": "clkbuf_16",
        "hold_buffers": 0,
        "clk_pin_slew_ns": 0.06,
        "htreeDepth": 4,
    },
    "worst_setup_path": {
        "crit_chain": "clkdlybuf4s50_1, buf_4, nand2_1, nor3_1, and3_1, nand2b_1, or3_1, nor3_1, xor2_1",
        "worst-path-buf-inv": 2,
        "critPathKind": "input port to flip-flop",
        "cp_slowest_cell": "clkdlybuf4s50_1",
        "rr_startpoint": "dut.consec_passes[4]$_DFFE_PN0P_",
        "critPathTopFamily": "simple AND/OR/NAND/NOR gates",
        "crit_fanout": 42,
        "start_kind": "input port",
        "crit_top_cell": "nor3_1",
        "worst-r2r-setup-slack_ns": 4.71,
        "slowest_delay_ns": 0.46,
        "worstReg2RegEnd": "dut.link_up$_DFFE_PN1P_",
        "cp.required_ns": 8.34,
        "critPathCaptureType": "flip-flop",
        "r2r_cells": 7,
        "critPathArrivalTime_ns": 4.40,
    },
    "drt": {
        "avgRoutedWirePerCell_um": 15.1,
        "wl_um": 19200,
        "drc_errors": 0,
        "vias_per_cell": 5.09,
        "postRouteAntennaNets": 0,
        "drtIter0Drc": 447,
        "vias": 6442,
        "first_pass_iters": 5,
        "diodes": 0,
    },
    "pwr": {
        "power_w": 0.00202,
        "irDropWorstVdd_v": 0.000147,
        "leakagePower_nw": 3.78,
        "pwr_density_cell_nw_per_um2": 213,
    },
    "synthesis": {
        "topCellsByArea": "dfrtp_1 44%, xnor2_1 5.1%, nand2_1 3.9%, nor2_1 3.6%, xor2_1 3.3%",
        "ys_sh_aoi_pct": 14.7,
        "yosysChipArea_um2": 7330,
        "yosysTopAreaCell": "dfrtp_1",
        "ys_seq_share_pct": 44.1,
        "yosysCellCount": 820,
        "ys_async_sr_fraction_pct": 100,
        "netlist_area_um2": 7330,
        "synthAdderAreaFrac_pct": 0.683,
        "edf_count": 0,
        "synth-seq-cells": 129,
        "yosys_warnings": 1,
        "ys_sh_simple_pct": 24.1,
        "mux_share_pct": 3.06,
        "synthXorXnorAreaFrac_pct": 8.48,
        "postSynthCellCount": 820,
        "syn_avg_cell_area_um2": 8.94,
        "yosys.cell_types.count": 70,
        "yosys.area.top_type_share_pct": 43.7,
        "logic_family": "simple AND/OR/NAND/NOR gates",
        "ff_type": "dfrtp_1",
    },
    "grt": {
        "antenna_found_initial": 0,
        "met2_usage_pct": 23.9,
        "top_usage_layer": "met1",
        "grt_overflow_total": 0,
        "grt_pass1_vias": 5882,
        "met3_usage_pct": 3.60,
        "grt_use_total_pct": 16.2,
        "met1_usage_pct": 25.4,
        "grt_first_pass_wirelength_um": 31700,
        "grt_max_degree": 62,
    },
    "final_layout": {
        "drive_gt1_share_pct": 6.76,
        "layout_top_cell": "clkdlybuf4s50_1",
        "fin_cells": 1266,
        "area_delta_synth_final_pct": 29.4,
        "final_cell_area_um2": 9480,
        "final_cell_mix": "130 x clkdlybuf4s50_1, 128 x dfrtp_1, 77 x nand2_1, 70 x nor2_1",
    },
    "placed_design": {
        "place_area_um2": 8910,
        "portBuffers": 132,
        "place.gp.congestion": 0.846,
        "dp_hpwl_um": 13100,
        "dp.cells": 1234,
    },
    "outcome": {
        "status": "finished clean",
    },
    "floorplanning": {
        "fp_util_pct": 30.9,
        "coreArea_um2": 23700,
        "rows": 56,
        "die_y_um": 158,
        "chip_area_um2": 25100,
        "die_w_um": 158,
        "ios": 133,
    },
    "hold_path": {
        "whs_path_depth": 1,
        "worst_hold_path.endpoint": "dut.total_crc_fails[31]$_DFFE_PN0P_",
        "min_from": "dut.total_crc_fails[31]$_DFFE_PN0P_",
        "worst_hold_path_type": "flip-flop to flip-flop",
    },
    "timing": {
        "finalHoldViolations": 0,
        "clock_skew_ns": 0.0107,
        "finalClockPeriodUsage_pct": 50.8,
        "setup_violations": 0,
        "rsz0062_at_grt": "false",
        "fmaxAchievable_ghz": 0.246,
        "tightestPinTransition_ns": 0.696,
        "max-slew-margin-rel_pct": 53.6,
        "min_period_ns": 4.07,
        "drv_slew": 0,
        "tns_ns": 0,
    },
    "flow_run": {
        "maxCapViolCount": 0,
        "warnings": 25,
    },
}
[through the flow]
step | hold WS [ns] | worst slack [ns] | util, %
finish | 0.472 | 3.93 | 40.0
global route | 0.495 | 3.64 | 40.0
CTS | 0.473 | 3.94 | 40.0
detailed placement | 0.462 | 3.51 | 37.6
global placement | 0.464 | 3.58 | 37.6
floorplan | 0.420 | 4.56 | -
[sequential cells by signal, indices dropped and copies added, names as in the netlist]
register,count
dut.total_frames,32
dut.consec_passes,32
dut.link_up,1
dut.total_crc_fails,32
dut.consec_fails,32
[how the worst max path moves through the flow]
stage | depth (start not counted) | from | slack, ns | end
4_1_cts | 9 | crc_fail | 3.94 | dut.total_crc_fails[31]$_DFFE_PN0P_
5_1_grt | 9 | crc_fail | 3.64 | dut.total_crc_fails[31]$_DFFE_PN0P_
6_report | 9 | crc_fail | 3.93 | dut.total_crc_fails[31]$_DFFE_PN0P_
[area by class of cell]
class | instances | area [um2]
fill | 2320 | 14200
tap | 319 | 399
clock inverter | 14 | 144
inverter | 39 | 146
timing repair buffer | 142 | 1390
clock buffer | 18 | 429
sequential | 129 | 3230
multi-input combinational | 605 | 3740
[cell usage after synthesis (3+ instances only)]
cell,n
nor2_1,70
mux2i_1,19
xor2_1,28
mux2_2,3
o2bb2ai_1,22
o21ai_0,37
and3_1,22
buf_1,4
o31a_1,3
a211oi_1,5
dfrtp_1,128
a21oi_1,31
inv_1,38
nor3_1,46
buf_2,5
nor4_1,22
nand3_1,46
and4_1,7
o22ai_1,22
and2_1,5
ha_1,4
nor2b_1,3
or3_1,3
nand4_1,24
xnor2_1,43
a31oi_1,12
a22o_1,5
nand2_1,77
clkbuf_1,33
[where the power goes]
part / switching (W) / internal [W]
Clock: 0.000317 / 0.000438
Combinational: 0.000149 / 0.000237
Sequential: 0.000145 / 0.000730
[layer usage]
layer / share of wire [%] / vias up
li1: - / 3213
met1: 49 / 3047
met2: 43 / 169
met3: 7.0 / 13
met4: 0.91 / 0
met5: 0 / -
[cell families after synthesis]
group | Yosys count
AND-OR/OR-AND | 162
XOR/XNOR | 71
adder cells (fa/ha/maj) | 4
buffers and inverters | 86
flip-flops | 129
multiplexers | 22
AND/OR/NAND/NOR | 346
Power and IR drop assume default switching activity.
